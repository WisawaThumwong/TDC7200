### ./config.mk
export PLATFORM = sky130hd
export DESIGN_NAME = spi_master
export DESIGN_NICKNAME = spi_master
export VERILOG_FILES = /design/flow/design.v
export SDC_FILE = /design/flow/constraint.sdc
export NUM_CORES = 4
export LEC_CHECK = 1
export CORE_UTILIZATION = 30
### ./constraint.sdc
current_design spi_master

set clk_period 2.8
set clk_io_pct 0.2

create_clock -name clk0 -period $clk_period [get_ports {clk}]

set non_clock_inputs [all_inputs -no_clocks]
set_input_delay [expr $clk_period * $clk_io_pct] -clock clk0 $non_clock_inputs
set_output_delay [expr $clk_period * $clk_io_pct] -clock clk0 [all_outputs]
### ./design.v
module spi_master #(
    parameter TX_WIDTH = 8,
    parameter RX_WIDTH = 24
)(
    input  logic        clk,         
    input  logic        rst_n,       
    input  logic        start,       
    input  logic [TX_WIDTH-1:0] data_in,   
    output logic [RX_WIDTH-1:0] data_out,  
    output logic        busy,        
    output logic        sclk,
    output logic        mosi,
    input  logic        miso,
    output logic        ss_n
);
    typedef enum logic [1:0] {IDLE, LOAD, TRANSFER, DONE} state_t;
    state_t state, next_state;
    logic [RX_WIDTH-1:0] shift_reg_rx;
    logic [TX_WIDTH-1:0] shift_reg_tx;
    logic [5:0] bit_cnt;  
    logic sclk_en;
    logic sclk_int;
    always_ff @(posedge clk or negedge rst_n) begin
        if (!rst_n)
            state <= IDLE;
        else
            state <= next_state;
    end
    always_comb begin
        next_state = state;
        case (state)
            IDLE:     if (start) next_state = LOAD;
            LOAD:     next_state = TRANSFER;
            TRANSFER: if (bit_cnt == RX_WIDTH && !sclk_en) next_state = DONE;
            DONE:     next_state = IDLE;
        endcase
    end
    assign busy = (state != IDLE);
    always_ff @(posedge clk or negedge rst_n) begin
        if (!rst_n)
            bit_cnt <= 0;
        else if (state == LOAD)
            bit_cnt <= 0;
        else if (sclk_en && sclk_int)
            bit_cnt <= bit_cnt + 1;
    end
    always_ff @(posedge clk or negedge rst_n) begin
        if (!rst_n)
            sclk_int <= 0;
        else if (state == TRANSFER)
            sclk_int <= ~sclk_int;
        else
            sclk_int <= 0;
    end
    assign sclk = (state == TRANSFER) ? sclk_int : 1'b0;
    assign sclk_en = (state == TRANSFER);
    always_ff @(posedge clk or negedge rst_n) begin
        if (!rst_n)
            shift_reg_tx <= '0;
        else if (state == LOAD)
            shift_reg_tx <= data_in;
        else if (sclk_int && bit_cnt < TX_WIDTH)
            shift_reg_tx <= {shift_reg_tx[TX_WIDTH-2:0], 1'b0};  
    end
    assign mosi = (bit_cnt < TX_WIDTH) ? shift_reg_tx[TX_WIDTH-1] : 1'b0;
    always_ff @(posedge clk or negedge rst_n) begin
        if (!rst_n)
            shift_reg_rx <= '0;
        else if (state == TRANSFER && sclk_int)
            shift_reg_rx <= {shift_reg_rx[RX_WIDTH-2:0], miso};
    end
    assign data_out = shift_reg_rx;
    assign ss_n = (state == IDLE) ? 1'b1 : 1'b0;
endmodule
### ./run.sh
#!/bin/bash
# OpenROAD 26Q1-2900-gdf79404cd8, Yosys 0.63+post, stock flow scripts
make -C /OpenROAD-flow-scripts/flow DESIGN_CONFIG=/design/flow/config.mk WORK_HOME=/design/flow/orfs finish
==> deck_impl_summary.md <==
Synthesis and Place & Route Summary

Drt
  – Iteration count of the initial detailed-routing pass: 2
  – Number of vias per cell: 4.514
  – Final antenna-violating net count: 0
  – Total routed wirelength: 2955 um
  – Detailed router's first-iteration violation count: 35
  – Total via count after detailed routing: 1124
  – Number of diodes: 0
  – Detail-routed net length per standard cell: 11.87 um
  – Residual DRC: 0

Final timing
  – Hold Worst Slack: 351.9 ps
  – Post-route clock period utilization: 0.8156
  – Count of final setup violators: 0
  – Count of endpoints failing hold in the final timing report: 0
  – Post-Route Setup TNS: 0 ps
  – Setup Skew: 4.642 ps
  – Fin crit period: 2284 ps
  – Maximum clock frequency: 437.9 MHz
  – Final critical-path setup slack: 516.3 ps
  – Setup repair after global routing missed its margin: no
  – Pin slew with the least headroom to its limit: 779.2 ps
  – Worst slew margin relative to its limit: 0.4806
  – Max-slew violation total from the final report: 0

Flow run
  – Number of maximum-capacitance violations: 0
  – Number of OpenROAD warnings: 28

Yosys
  – Most common library cells after synthesis: 41 x sky130_fd_sc_hd__dfrtp_1, 26 x sky130_fd_sc_hd__mux2_2, 14 x sky130_fd_sc_hd__nand2_1, 9 x sky130_fd_sc_hd__o21ai_0, 7 x sky130_fd_sc_hd__mux2i_1
  – Top-area cell share: 0.5908
  – Cell count after synthesis: 132
  – Summed instance area of the synthesized netlist: 0.001737 mm2
  – Mapped Avg Cell Area: 13.16 um2
  – Total of warnings raised by yosys: 1
  – Count of library flops with an enable pin: 0
  – Unique cell type count in the Yosys netlist: 24
  – Fraction of registers with async set/reset: 1.000
  – Library cell with the largest summed area after synthesis: sky130_fd_sc_hd__dfrtp_1
  – Top-count cell post-synth: sky130_fd_sc_hd__dfrtp_1
  – Cell count listed in synth_stat.txt: 132
  – Chip area from the yosys synthesis statistics: 0.001737 mm2
  – Seq cells post-synth: 41
  – Portion of the post-synthesis area used by sequential elements: 0.5908
  – Main area contributors: sky130_fd_sc_hd__dfrtp_1 59%, sky130_fd_sc_hd__mux2_2 17%, sky130_fd_sc_hd__mux2i_1 4.0%
  – Dominant flop cell: sky130_fd_sc_hd__dfrtp_1

Global route
  – Largest net degree at the start of global routing: 37
  – Overall Global Routing Usage: 0.1065
  – Global-route wire length before repair: 5050 um
  – Via count of the first global-routing pass: 1086
  – Grt total ovfl: 0
  – Number of antenna violations at the first check in global routing: 0

Critical path
  – Largest incremental delay on the critical path: 470 ps
  – WS Path Type: register to output pin
  – Required time of the worst setup path: 2240 ps
  – CP Data Arrival Time: 1720 ps
  – Worst Path Max Fanout: 5
  – Kind of start point of the critical path: register
  – Cells traversed along the worst timing path: inv_1 > ha_1 > nand2_1 > inv_2 > clkdlybuf4s50_1
  – Critical-path cell with the highest stage delay: sky130_fd_sc_hd__clkdlybuf4s50_1
  – Crit. End Element: output pin

Clock tree
  – H-tree Lvls: 2
  – Gates resized, CTS repair: 0
  – Clock transition at the registers of the reported paths: 70 ps
  – TritonCTS clock tree: done
  – Cell at the root of the clock tree: sky130_fd_sc_hd__clkbuf_8
  – Clock tree buffer depth: 2
  – Insertion delay of the later-clocked pin in the worst-skew pair: 290 ps
  – Setup bufs post-CTS: 0
  – Number of sinks handled by clock tree synthesis: 41
  – CTS Buf Count: 5
  – Number of hold buffers added after CTS: 0

Finish
  – Share of layout cells above drive strength 1: 0.2429
  – Synthesis-to-layout area growth: 31.99%

Floorplanning
  – Area of the core: 0.005540 mm2
  – Floorplan-stage core utilization: 0.3135
  – Number of core rows: 27
  – Die Footprint: 0.006097 mm2
  – Number of primary I/O pins: 40
  – DIE HEIGHT: 78.09 um
  – Die X-Extent: 78.09 um

Pwr
  – IR drop worst, VDD: 0.3850 mV
  – Leakage power of the design: 1.021 nW
  – Power density over the cells: 770.5 mW/mm2

Place
  – Count of buffers from port buffering: 39
  – Worst setup slack before clock tree synthesis: 816.3 ps
  – DP Wirelength: 2022 um
  – Final weighted congestion in routability-driven placement: 0.6940

Run status
  – Run status: finished, final reports clean

Worst hold path
  – Type of the most critical hold path: input pin to asynchronous set/reset pin
## sequential cells by signal (all words and copies together), names as in the netlist
register      cells
shift_reg_tx      8
shift_reg_rx     24
bit_cnt           6
state             2
sclk_int          1
## area by class of cell
| class | instances | area, um2 |
|---|---|---|
| repair buffers | 42 | 407.9 |
| flip-flops and latches | 41 | 1026 |
| multi-input cells | 81 | 661.9 |
| inverters | 5 | 18.77 |
| well taps | 72 | 90.09 |
| clock buffers | 6 | 72.57 |
| clock inverters | 2 | 15.01 |
| fillers | 514 | 3248 |
## cell families after synthesis
family	count (synthesis)	synth area share
flops	41	0.5908
mux	33	0.2089
compound gates	16	0.04755
fa+ha+maj	5	0.03602
buf+inv	10	0.02809
xor+xnor	2	0.01009
simple gates	25	0.07853
## placed cells by master, fill, tap and decap left out
master	instances
sky130_fd_sc_hd__nand3_1	1
sky130_fd_sc_hd__nor4b_2	1
sky130_fd_sc_hd__inv_2	1
sky130_fd_sc_hd__nand2_1	14
sky130_fd_sc_hd__buf_2	1
sky130_fd_sc_hd__or4_1	1
sky130_fd_sc_hd__nor4b_1	1
sky130_fd_sc_hd__nand2b_1	1
sky130_fd_sc_hd__o21ai_1	1
sky130_fd_sc_hd__clkdlybuf4s50_1	38
sky130_fd_sc_hd__dfrtp_1	41
sky130_fd_sc_hd__ha_1	5
sky130_fd_sc_hd__xnor2_1	1
sky130_fd_sc_hd__mux2_2	26
sky130_fd_sc_hd__and2b_2	1
sky130_fd_sc_hd__a21oi_1	5
sky130_fd_sc_hd__inv_1	4
sky130_fd_sc_hd__clkbuf_8	5
sky130_fd_sc_hd__o21ai_0	9
sky130_fd_sc_hd__buf_4	3
sky130_fd_sc_hd__or3_2	2
sky130_fd_sc_hd__clkbuf_1	1
sky130_fd_sc_hd__xor2_1	1
sky130_fd_sc_hd__o31ai_1	1
sky130_fd_sc_hd__clkinvlp_4	2
sky130_fd_sc_hd__nor2_1	2
sky130_fd_sc_hd__nand3_2	1
sky130_fd_sc_hd__mux2i_1	7
## final timing paths
check | slack (ps) | to | cells past startpoint | from
worst max-delay path | 520 | sclk | 5 | state[0]
worst min-delay path | 350 | shift_reg_tx[3] | 1 | rst_n
worst max register to register | 1040 | shift_reg_rx[0] | 6 | state[0]
worst min register to register | 520 | shift_reg_rx[23] | 1 | shift_reg_rx[23]
max in group asynchronous | 1870 | shift_reg_rx[12] | 2 | rst_n
min in group clk0 | 520 | shift_reg_rx[23] | 1 | shift_reg_rx[23]
## stage by stage
stage	std cells	util	instance area (um2)	power, mW
floorplan	132	-	1737	1.160
finish	249	0.4137	2292	1.766
CTS	249	0.4137	2292	1.796
global route	249	0.4137	2292	1.900
detailed placement	241	0.3979	2205	1.415
global placement	241	0.3979	2205	1.392
## metal layers
| layer | up-vias | wire, um | GRT usage |
|---|---|---|---|
| li1 | 545 | - | - |
| met3 | 5 | 261 | 0.03778 |
| met2 | 36 | 1240 | 0.1526 |
| met4 | 0 | 23 | 0.01111 |
| met5 | - | 0 | 0 |
| met1 | 538 | 1430 | 0.1668 |
## critical path, delay by kind of cell, from the launching register on
kind | cells | cell delay [ps]
adders and majority gates | 1 | 250
buffers and inverters | 3 | 660
DFF | 1 | 390
and+or+nand+nor | 1 | 140
## power breakdown
part	internal (mW)	switching [mW]
clock network	0.175	0.197
registers	0.728	0.0844
logic	0.346	0.236
Power is estimated from default activity; no workload was simulated.
